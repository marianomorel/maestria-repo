<file path="flow/run.sh">
#!/bin/bash
# OpenROAD 26Q1-2900-gdf79404cd8, Yosys 0.63+post, stock flow scripts
make -C /OpenROAD-flow-scripts/flow DESIGN_CONFIG=/design/flow/config.mk WORK_HOME=/design/flow/orfs finish
</file>
<file path="flow/config.mk">
export PLATFORM = sky130hd
export DESIGN_NAME = qosc
export DESIGN_NICKNAME = qosc
export VERILOG_FILES = /design/flow/design.v
export SDC_FILE = /design/flow/constraint.sdc
export NUM_CORES = 4
export LEC_CHECK = 1
export CORE_UTILIZATION = 40
</file>
<file path="flow/constraint.sdc">
current_design qosc

set clk_period 8.2
set clk_io_pct 0.2

create_clock -name clk0 -period $clk_period [get_ports {clk}]

set non_clock_inputs [all_inputs -no_clocks]
set_input_delay [expr $clk_period * $clk_io_pct] -clock clk0 $non_clock_inputs
set_output_delay [expr $clk_period * $clk_io_pct] -clock clk0 [all_outputs]
</file>
<file path="flow/design.v">
module cordic_stage (
    input  wire  [17:0] xi      ,
    input  wire  [17:0] yi      ,
    input  wire  [17:0] zi      ,
    input  wire  [ 3:0] i       ,
    input  wire  [17:0] phi_i   ,
    output wire  [17:0] xip1    ,
    output wire  [17:0] yip1    ,
    output wire  [17:0] zip1
    );
    wire        di;
    wire [17:0] shifted_yi;
    wire [17:0] shifted_xi;
    assign di         = zi[17];
    assign shifted_yi = $signed(yi) >>> i;
    assign shifted_xi = $signed(xi) >>> i;
    assign xip1 = di ? xi + shifted_yi : xi - shifted_yi;
    assign yip1 = di ? yi - shifted_xi : yi + shifted_xi;
    assign zip1 = di ? zi + phi_i      : zi - phi_i     ;
endmodule
module cordic_top (
    input  wire         rst     ,
    input  wire         clk     ,
    input  wire         start   ,
    input  wire  [17:0] x0      ,
    input  wire  [17:0] y0      ,
    input  wire  [17:0] z0      ,
    output wire         done    ,
    output reg   [17:0] xn      ,
    output reg   [17:0] yn      ,
    output reg   [17:0] zn
    );
    wire [17:0] x0_prima;
    wire [17:0] y0_prima;
    wire [17:0] z0_prima;
    wire [17:0] xi;
    wire [17:0] yi;
    wire [17:0] zi;
    wire [17:0] xip1;
    wire [17:0] yip1;
    wire [17:0] zip1;
    reg  [17:0] phi_i;
    reg  [ 3:0] i;
    reg  [17:0] xip1q;
    reg  [17:0] yip1q;
    reg  [17:0] zip1q;
    reg         done_p;
    reg         done_n;
    cordic_stage u_cordic_stage (
        .xi      (xi    ),
        .yi      (yi    ),
        .zi      (zi    ),
        .i       (i     ),
        .phi_i   (phi_i ),
        .xip1    (xip1  ),
        .yip1    (yip1  ),
        .zip1    (zip1  )
    );
    assign x0_prima = ^z0[17:16] ? (~x0 + 18'd1)      : x0;
    assign y0_prima = ^z0[17:16] ? (~y0 + 18'd1)      : y0;
    assign z0_prima = ^z0[17:16] ? {~z0[17],z0[16:0]} : z0;
    assign xi = xip1q;
    assign yi = yip1q;
    assign zi = zip1q;
    assign done = done_n;
    always @(posedge clk, posedge rst) begin
        if (rst) begin
            xip1q <= 18'd0;
            yip1q <= 18'd0;
            zip1q <= 18'd0;
        end
        else begin
            if (start) begin
                xip1q <= x0_prima;
                yip1q <= y0_prima;
                zip1q <= z0_prima;
            end
            else begin
                xip1q <= xip1;
                yip1q <= yip1;
                zip1q <= zip1;
            end
        end
    end
    always @(posedge clk, posedge rst) begin
        if (rst) begin
            xn <= 18'd0;
            yn <= 18'd0;
            zn <= 18'd0;
        end
        else begin
            if (done_p) begin
                xn <= xip1q;
                yn <= yip1q;
                zn <= zip1q;
            end
        end
    end
    always @(posedge clk, posedge rst) begin
        if (rst) begin
            i      <= 4'd0;
            done_p <= 1'b0;
            done_n <= 1'b0;
        end
        else begin
            done_n <= done_p;
            if (start) begin
                i      <= 4'd0;
                done_p <= 1'b0;
            end
            else begin
                if (i==4'd15) begin
                    done_p <= 1'b1;
                    i      <= 4'd0;
                end
                else begin
                    done_p <= 1'b0;
                    i      <= i + 4'd1;
                end
            end
        end
    end
    always @(*) begin
        case (i)
            4'd0  : phi_i = 18'd32768;
            4'd1  : phi_i = 18'd19344;
            4'd2  : phi_i = 18'd10221;
            4'd3  : phi_i = 18'd5188;
            4'd4  : phi_i = 18'd2604;
            4'd5  : phi_i = 18'd1303;
            4'd6  : phi_i = 18'd652;
            4'd7  : phi_i = 18'd326;
            4'd8  : phi_i = 18'd163;
            4'd9  : phi_i = 18'd81;
            4'd10 : phi_i = 18'd41;
            4'd11 : phi_i = 18'd20;
            4'd12 : phi_i = 18'd10;
            4'd13 : phi_i = 18'd5;
            4'd14 : phi_i = 18'd3;
            4'd15 : phi_i = 18'd1;
        endcase
    end
endmodule
module qosc (
    input  wire         rst     ,
    input  wire         clk     ,
    output wire   [17:0] x       ,
    output wire   [17:0] y
    );
    wire done;
    reg [17:0] counter;
    reg start;
    cordic_top u_cordic_top (
        .rst     (rst),
        .clk     (clk),
        .start   (start),
        .x0      (18'd50000),
        .y0      (18'd0),
        .z0      (counter),
        .done    (done),
        .xn      (x),
        .yn      (y),
        .zn      ()
    );
    always @(posedge clk, posedge rst) begin
        if (rst) begin
            counter <= 18'd0;
            start   <= 1'b1;
        end
        else begin
            if (done) begin
                counter <= counter + 18'd1;
                start <= 1'b1;
            end
            else begin
                start <= 1'b0;
            end
        end
    end
endmodule
</file>
==> metrics.yaml <==
status: "complete, no violations"
ys_cells: 997
critPathArrivalTime_ns: 5.64
ctsResizeCount: 0
synth_cell_types: 79
use_met1: 0.312
antenna_found_initial: 0
core_um2: 23500
leakage_nw: 4.68
adder_share: 0.0881
place_congestion: 0.934
crit_required_ns: 8.51
syn_area_per_cell_um2: 9.65
post-route-drc-count: 0
fin_crit_sh: 0.650
ff2ff_path_depth: 17
chip_area_um2: 24700
path_depth: 17
clkTransAtPathRegs_ns: 0.05
ios: 38
endpoint_kind: "register"
grt_pass1_vias: 7243
crit_buf_inv: 2
crit_slowest_cell: "buf_4"
endpoint: "u_cordic_top.yip1q[16]$_DFF_PP0_"
cpLargestDelayFamily: "AND-OR/OR-AND gates"
postCtsHoldBufs: 0
wirelength_mm: 23.0
setup_tns_ns: 0
synthXorXnorAreaFrac: 0.0828
cts_tree: "yes"
path_class: "reg -> reg"
syn_area_um2: 9620
grt_use_met3: 0.0479
r2r_start: "u_cordic_top.i[0]$_DFF_PP0_"
synth.top_cell.area_share: 0.296
ys_warn_count: 2
fillCellCount: 2239
fp-row-count: 56
r2r-end: "u_cordic_top.yip1q[16]$_DFF_PP0_"
synth-seq-cells: 115
compound_area_frac: 0.155
slew_violations: 0
preCtsSetupSlack_ns: 3.02
crit_start: "u_cordic_top.i[0]$_DFF_PP0_"
p_total_mw: 1.37
ff_type: "dfrtp_1"
p_per_area_nw_per_um2: 127
postSynthSeqShare: 0.299
antenna_left: 0
rsz0062_at_grt: "false"
setup_viol: 0
drive_gt1_frac: 0.149
regToRegSetupSlack_ns: 2.87
fp_util: 0.409
cts_sinks: 115
worst_pin_slew_ns: 0.820
edf_count: 0
grt_overflow_total: 0
grt_max_degree: 57
whs_ns: 0.422
async_flop_share: 1.00
avgViaCountPerCell: 5.64
portBuffers: 37
yosys_area_um2: 9620
ir_drop_mv: 0.112
clockBufferDepth: 2
slowest_delay_ns: 0.62
hpwl_mm: 16.7
grtUsageTotal: 0.200
area_delta_synth_final_pct: 12.6
die_h_um: 157
path_cells: "buf_4 -> mux4_2 -> mux2i_1 -> mux2i_1 -> inv_1 -> ha_1 -> nor2_1 -> xor2_1 -> ha_1 -> nor2b_1 -> o21ai_0 -> a21boi_0 -> o21ai_0 -> a211oi_1 -> o31a_1 -> o41ai_1 -> mux2_2"
grt_pass1_wl_mm: 37.9
finalInstanceArea_um2: 10800
finClkSkew_ns: 0.0122
first_pass_iters: 5
postSynthCellCount: 997
max_freq_mhz: 188
post_cts_buffers: 0
ys_sh_simple: 0.155
synthTopCellsByArea: "dfrtp_1 30%, ha_1 8.2%, mux4_2 6.8%"
layout_min_cycle_time_ns: 5.33
dieWidth_um: 157
slew_headroom: 0.453
routedWlPerCell_um: 17.1
use_met2: 0.292
crit_path_start_kind: "register"
cts-root-buf: "clkbuf_16"
cts.htree.levels: 4
hold_viol_final: 0
busiest_layer: "met1"
drv_cap: 0
log.warning_count: 31
top_logic_kind: "multiplexers"
drt_iter0_drc: 431
hp-class: "reg -> reg"
timing.final.ws_setup_ns: 2.87
vias: 7596
clock_latency_ns: 0.43
ys_sh_mux: 0.176
yosys.area.top_type: "dfrtp_1"
place_area_um2: 10200
critPathMaxFanout: 56
cts_made_buffers: 17
antenna_cells_inserted: 0
## worst reg2reg max path, stage by stage, from the launching register on
cell and delay (ns):
dfrtp_2 0.35, buf_4 0.62, mux4_2 0.64, mux2i_1 0.27, mux2i_1 0.28, inv_1 0.14, ha_1 0.19, nor2_1 0.06
xor2_1 0.16, ha_1 0.33, nor2b_1 0.15, o21ai_0 0.21, a21boi_0 0.15, o21ai_0 0.41, a211oi_1 0.20, o31a_1 0.35
o41ai_1 0.32, mux2_2 0.37
## cells in the mapped netlist, types with 9 or more instances
cell type	count
xor2_1	43
a21oi_1	47
mux2_2	56
nand3_1	23
o21ai_0	51
a31oi_1	16
a211oi_1	9
o31ai_1	10
dfrtp_1	114
nand4_1	10
o21a_1	9
nor3_1	24
ha_1	63
nor2_1	73
nand2b_1	13
mux4_2	29
a21o_1	17
mux2i_1	27
or2_2	9
clkbuf_1	21
nor2b_1	19
xnor2_1	48
and3_1	11
inv_1	39
buf_2	10
nand2_1	77
## how the worst min path moves through the flow
stage                                         end  slack (ns)  depth (start not counted)                        start
after CTS             u_cordic_top.i[0]$_DFF_PP0_        0.43                          1  u_cordic_top.i[0]$_DFF_PP0_
after global routing  u_cordic_top.i[0]$_DFF_PP0_        0.43                          1  u_cordic_top.i[0]$_DFF_PP0_
final                 u_cordic_top.i[0]$_DFF_PP0_        0.42                          1  u_cordic_top.i[0]$_DFF_PP0_
## kinds of logic after synthesis
kind of cell | after synthesis
flip-flops | 115
AND-OR/OR-AND | 225
AND/OR/NAND/NOR | 293
XOR/XNOR | 91
buffers and inverters | 89
adder cells (fa/ha/maj) | 66
multiplexers | 118
## power breakdown
group / total, mW / internal [mW] / switching, mW
registers: 0.568 / 0.568 / 0
clock network: 0.791 / 0.515 / 0.277
logic: 0.0122 / 0.00113 / 0.0111
total: 1.37 / 1.08 / 0.288
## placed cells by master (no fill, tap or decap), drive strengths merged, types with 6 or more instances in the layout
master         instances
mux2i                 27
and2                   6
o31ai                 10
xnor2                 48
a211oi                 9
nand2                 77
o21a                   9
clkdlybuf4s50         37
buf                   11
nand3                 23
a21boi                 7
or2                    9
and3                  11
nand4                 10
nor2                  73
nor2b                 19
xor2                  43
a21oi                 47
mux4                  34
nor3                  24
clkinvlp               6
dfrtp                114
o21ai                 54
inv                   40
clkbuf                19
nand2b                13
or3                    6
a21o                  17
ha                    63
mux2                  57
a31oi                 17
o211ai                 9
## stage by stage
stage / util / std cells
floorplan: - / 997
global placement: 0.434 / 1316
detailed placement: 0.434 / 1316
CTS: 0.460 / 1348
global route: 0.460 / 1348
finish: 0.460 / 1348
## per-layer routing
layer / part of all wire / vias to the layer above / wire length (um)
met5: 0.0016 / - / 36
met4: 0.017 / 2 / 402
met3: 0.070 / 29 / 1610
met2: 0.44 / 217 / 10000
met1: 0.48 / 3636 / 11000
li1: - / 3712 / -
## registers in the layout (all words and copies together) (netlist names)
name / cells
counter: 18
u_cordic_top.xip1q: 18
u_cordic_top.xn: 18
u_cordic_top.yip1q: 18
u_cordic_top.yn: 18
u_cordic_top.zip1q: 18
u_cordic_top.i: 4
start: 1
u_cordic_top.done_n: 1
u_cordic_top.done_p: 1
## area by class of cell
cell class | instances | area, um^2 | share of cell area
Tap cell | 319 | 399 | 0.0368
Sequential cell | 115 | 2880 | 0.266
Multi-Input combinational cell | 793 | 6320 | 0.583
Inverter | 41 | 156 | 0.0144
Clock buffer | 19 | 443 | 0.0409
Clock inverter | 13 | 184 | 0.0170
Timing Repair Buffer | 48 | 453 | 0.0418
Power and IR drop assume default switching activity.
